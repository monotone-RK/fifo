**design/flow/run.sh**
```bash
#!/bin/bash
# OpenROAD 26Q1-2900-gdf79404cd8, Yosys 0.63+post, stock flow scripts
make -C /OpenROAD-flow-scripts/flow DESIGN_CONFIG=/design/flow/config.mk WORK_HOME=/design/flow/orfs finish
```
**design/flow/config.mk**
```make
export PLATFORM = sky130hd
export DESIGN_NAME = MULTI_CHANNEL_FIFO
export DESIGN_NICKNAME = MULTI_CHANNEL_FIFO
export VERILOG_FILES = /design/flow/design.v
export SDC_FILE = /design/flow/constraint.sdc
export NUM_CORES = 4
export LEC_CHECK = 1
export CORE_UTILIZATION = 30
```
**design/flow/constraint.sdc**
```tcl
current_design MULTI_CHANNEL_FIFO

set clk_period 10.3
set clk_io_pct 0.2

create_clock -name clk0 -period $clk_period [get_ports {CLK}]

set non_clock_inputs [all_inputs -no_clocks]
set_input_delay [expr $clk_period * $clk_io_pct] -clock clk0 $non_clock_inputs
set_output_delay [expr $clk_period * $clk_io_pct] -clock clk0 [all_outputs]
```
**design/flow/design.v**
```verilog
`default_nettype none
module BFIFO #(parameter                    FIFO_SIZE  =  4,   
               parameter                    FIFO_WIDTH = 32)   
              (input  wire                  CLK, 
               input  wire                  RST, 
               input  wire                  enq, 
               input  wire                  deq, 
               input  wire [FIFO_WIDTH-1:0] din, 
               output reg  [FIFO_WIDTH-1:0] dot, 
               output wire                  emp, 
               output wire                  full, 
               output reg  [FIFO_SIZE:0]    cnt);
  reg [FIFO_SIZE-1:0]  head, tail;
  reg [FIFO_WIDTH-1:0] mem [(1<<FIFO_SIZE)-1:0];
  assign emp  = (cnt==0);
  assign full = (cnt==(1<<FIFO_SIZE));
  always @(posedge CLK) dot <= mem[head];
  always @(posedge CLK) begin
    if (RST) {cnt, head, tail} <= 0;
    else begin
      case ({enq, deq})
        2'b01: begin                 head<=head+1;               cnt<=cnt-1; end
        2'b10: begin mem[tail]<=din;               tail<=tail+1; cnt<=cnt+1; end
        2'b11: begin mem[tail]<=din; head<=head+1; tail<=tail+1;             end
      endcase
    end
  end
endmodule
module MULTI_CHANNEL_FIFO #(parameter                    C_LOG      = 2,   
                            parameter                    FIFO_SIZE  = 2,   
                            parameter                    FIFO_WIDTH = 32)
                           (input  wire                  CLK,
                            input  wire                  RST,
                            input  wire                  enq,
                            input  wire [C_LOG-1:0]      enq_idx,
                            input  wire                  deq,
                            input  wire [C_LOG-1:0]      deq_idx,
                            input  wire [FIFO_WIDTH-1:0] din,
                            output reg  [FIFO_WIDTH-1:0] dot,
                            output wire [(1<<C_LOG)-1:0] emp,
                            output wire [(1<<C_LOG)-1:0] full);
  reg [FIFO_SIZE:0] head_list [(1<<C_LOG)-1:0];
  reg [FIFO_SIZE:0] tail_list [(1<<C_LOG)-1:0];
  reg [FIFO_WIDTH-1:0] mem [(1<<(C_LOG+FIFO_SIZE))-1:0];
  genvar i;
  generate
    for (i=0; i<(1<<C_LOG); i=i+1) begin: channels
      assign emp[i]  = (head_list[i] == tail_list[i]);
      assign full[i] = (head_list[i] == {~tail_list[i][FIFO_SIZE], tail_list[i][FIFO_SIZE-1:0]});
    end
  endgenerate
  wire [(C_LOG+FIFO_SIZE)-1:0] raddr = {deq_idx, head_list[deq_idx][FIFO_SIZE-1:0]};
  wire [(C_LOG+FIFO_SIZE)-1:0] waddr = {enq_idx, tail_list[enq_idx][FIFO_SIZE-1:0]};
  always @(posedge CLK) dot <= mem[raddr];
  integer p;
  always @(posedge CLK) begin
    if (RST) begin
      for (p=0; p<(1<<C_LOG); p=p+1) begin
        head_list[p] <= 0; 
        tail_list[p] <= 0;
      end
    end else begin
      case ({enq, deq})
        2'b01: begin 
          head_list[deq_idx] <= head_list[deq_idx] + 1;
        end
        2'b10: begin 
          mem[waddr]         <= din;
          tail_list[enq_idx] <= tail_list[enq_idx] + 1; 
        end
        2'b11: begin 
          mem[waddr]         <= din; 
          head_list[deq_idx] <= head_list[deq_idx] + 1; 
          tail_list[enq_idx] <= tail_list[enq_idx] + 1; 
        end
      endcase
    end
  end
endmodule
module DFIFO #(parameter                    FIFO_SIZE  =  4,   
               parameter                    FIFO_WIDTH = 32)   
              (input  wire                  CLK, 
               input  wire                  RST, 
               input  wire                  enq, 
               input  wire                  deq, 
               input  wire [FIFO_WIDTH-1:0] din, 
               output wire [FIFO_WIDTH-1:0] dot, 
               output wire                  emp, 
               output wire                  full, 
               output reg  [FIFO_SIZE:0]    cnt);
  reg [FIFO_SIZE-1:0]  head, tail;
  reg [FIFO_WIDTH-1:0] mem [(1<<FIFO_SIZE)-1:0];
  assign emp  = (cnt==0);
  assign full = (cnt==(1<<FIFO_SIZE));
  assign dot  = mem[head];
  always @(posedge CLK) begin
    if (RST) {cnt, head, tail} <= 0;
    else begin
      case ({enq, deq})
        2'b01: begin                 head<=head+1;               cnt<=cnt-1; end
        2'b10: begin mem[tail]<=din;               tail<=tail+1; cnt<=cnt+1; end
        2'b11: begin mem[tail]<=din; head<=head+1; tail<=tail+1;             end
      endcase
    end
  end
endmodule
module SRL_FIFO #(parameter                    FIFO_SIZE  = 4,    
                  parameter                    FIFO_WIDTH = 32)   
                 (input  wire                  CLK,
                  input  wire                  RST,
                  input  wire                  enq,
                  input  wire                  deq,
                  input  wire [FIFO_WIDTH-1:0] din,
                  output wire [FIFO_WIDTH-1:0] dot,
                  output wire                  emp,
                  output wire                  full,
                  output reg  [FIFO_SIZE:0]    cnt);
  reg  [FIFO_SIZE-1:0]  head;
  reg  [FIFO_WIDTH-1:0] mem [(1<<FIFO_SIZE)-1:0];
  assign emp  = (cnt==0);
  assign full = (cnt==(1<<FIFO_SIZE));
  assign dot  = mem[head];
  always @(posedge CLK) begin
    if (RST) begin
      cnt  <= 0;
      head <= {(FIFO_SIZE){1'b1}};
    end else begin
      case ({enq, deq})
        2'b01: begin cnt <= cnt - 1; head <= head - 1; end
        2'b10: begin cnt <= cnt + 1; head <= head + 1; end
      endcase
    end
  end
  integer i;
  always @(posedge CLK) begin
    if (enq) begin
      mem[0] <= din;
      for (i=1; i<(1<<FIFO_SIZE); i=i+1) mem[i] <= mem[i-1];
    end
  end
endmodule
`default_nettype wire
```
==> Slide: Implementation Results <==
Key Metrics from the Run

Clock network
  – Clk sinks: 568
  – CTS tree: built
  – Htree depth: 2
  – Skew-Pair Late Insertion Delay: 0.61 ns
  – CTS Buf Count: 57
  – Root Buffer: clkbuf_16
  – CTS clk-pin slew, worst paths: 0.06 ns
  – Clock Path Buffers: 3
  – Setup bufs post-CTS: 0
  – Cts hold-fix bufs: 0
  – Post-CTS resize count: 0

Floorplanning
  – Die Span Y: 273.7 um
  – Die x size: 273.7 um
  – Core area: 72,960 um2
  – # rows: 99
  – I/O pin count: 80
  – DIE AREA: 74,930 um2
  – Fp util: 30.36%

Synth
  – Post-Synthesis Cells: 1,315
  – Synth area leaders: edfxtp_1, mux4_2, dfxtp_1, nand2_1, a311o_1
  – Synthesized area: 22,150 um2
  – Yosys cell count: 1,315
  – FF+latch count, synth: 568
  – Synth area leader: edfxtp_1
  – Number of enable flip-flop cells: 536
  – Ys Warns: 1
  – Yosys chip area: 22,150 um2
  – Max-area cell share: 72.66%
  – Register area share after synthesis: 75.55%
  – Avg Cell Area, Syn: 16.85 um2
  – Top_reg_cell synth: edfxtp_1
  – Post-synthesis async set-or-reset flop share: 0%
  – Synth unique cells: 42

Final layout
  – Storage cell area: 16,740 um2
  – Filler cells: 6,630
  – Comb gate area: 4987 um2
  – Cell area after layout: 25,910 um2
  – Final core occ: 35.51%
  – Synth-to-layout area growth: 16.95%
  – Layout cells sized above 1: 14.56%
  – Most numerous logic cells after layout: edfxtp_1, nand2_1, clkdlybuf4s50_1
  – Most numerous logic cell after layout: edfxtp_1

Place
  – Placed cell area: 24,020 um2
  – Post-place setup slack: 4.403 ns
  – Port-buffer cells: 79
  – Gpl congestion: 0.7828
  – Post-detail-place hpwl: 27,290 um

Detailed routing
  – TritonRoute pass-1 iters: 7
  – Via count: 11,800
  – Post-route DRC violation count: 0
  – Final wirelength: 53,070 um
  – # diodes: 0
  – Iteration-0 DRC Markers: 730
  – ANT nets after route: 0
  – Drt wl/cell: 21.98 um
  – Vias/cell: 4.888

Critical path
  – CP arrival: 5.76 ns
  – Crit end category: register
  – Setup crit start kind: input port
  – Critical path peak fanout: 47
  – Crit path required time: 10.78 ns
  – R2R setup slack: 6.69 ns
  – Crit Path Class: in -> reg

Global route
  – Vias in the first global route: 12,840
  – Largest net degree at the start of global routing: 56
  – First-pass GRT wire length: 79,340 um
  – Antenna violations before repair: 1
  – Grt total ovfl: 0
  – Gr usage total: 15.35%

Timing
  – Final setup margin: 5.019 ns
  – Final Cycle Share: 51.28%
  – Final setup fails: 0
  – Slew @ Worst Pin: 0.7708 ns
  – Slew Limit Fails: 0
  – Worst Clk Skew: 0.01706 ns
  – Fin. Hold Viols: 0
  – Max-slew headroom at the worst pin: 48.61%
  – Setup TNS: 0 ns
  – Tmin final: 5.281 ns
  – Peak Freq: 189.3 MHz
  – RSZ-0062 raised after global routing: false

Run
  – OpenROAD warnings: 28
  – MaxCap Viol Count: 0

Power and ir drop
  – Power, Total: 5.032 mW
  – Pwr dens: 194.2 nW/um2
  – Max IR drop VDD: 110.2 uV
  – Leakage power total: 8.492 nW

Hold path
  – Min-delay worst type: reg -> reg

Status
  – Status: finished clean
worst paths after layout:
kind	end	depth (start not counted)	startpoint
worst min register to register	dot[27]	3	mem[1][27]
worst min-delay path	dot[27]	3	mem[1][27]
worst max register to register	dot[13]	8	head_list[3][0]
worst max-delay path	dot[20]	10	deq_idx[1]
cells in the mapped netlist, types with 9 or more instances:
cell type	instances
mux2_2	21
nor2_1	24
o21ai_0	20
nand4_1	27
o21ai_1	12
dfxtp_1	32
xnor2_1	11
and3_1	15
buf_6	11
a311o_1	54
edfxtp_1	536
clkbuf_1	37
inv_1	9
buf_2	21
mux2i_1	53
mux4_2	31
and2_1	14
a211oi_1	54
mux2_4	13
nand2_1	164
nor2b_1	61
a21oi_1	32
routing by layer:
metal	wire length, um	track usage, %	up-vias
met5	50	0.3851	-
met4	1078	2.926	4
li1	-	-	5324
met3	7227	9.882	71
met1	18830	17.84	5758
met2	25880	24.36	647
where the power goes:
| group | switching (mW) | internal [mW] | total, mW |
|---|---|---|---|
| registers | 0.0233 | 2.57 | 2.60 |
| logic | 0.216 | 0.149 | 0.366 |
| clock network | 0.854 | 1.22 | 2.07 |
per-stage QoR:
stage	hold slack, ns	instances
final	0.5858	2415
after global routing	0.6096	2415
after CTS	0.5854	2415
after detailed placement	0.5716	2307
after global placement	0.5669	2307
after floorplan	0.5519	1315
layout make-up:
class,instances,share of cell area (%)
clock buffer,80,6.071
clock inverter,28,1.217
tap,959,4.632
sequential,568,64.60
timing repair buffer,113,4.038
multi-input combinational,656,19.25
inverter,11,0.1884
registers in the layout, indices dropped and copies added (netlist names):
register,count
dot,32
head_list,12
mem,512
tail_list,12
cell families (layout without fill, tap and decap cells):
family	count (synthesis)	in the layout	synth area share, %
DFF	568	568	75.55
muxes	121	121	7.801
adders and majority gates	5	5	0.2824
xor gates and xnor gates	14	14	0.5536
AOI/OAI and AO/OA	200	200	6.840
and+or+nand+nor	316	316	6.778
buffers and inverters	91	232	2.192
critical path, cell delays in order:
cell and delay (ns):
clkdlybuf4s50_1 0.47, buf_4 0.31, mux2i_4 0.27, buf_4 0.35, mux2_4 0.62, inv_4 0.45
buf_4 0.42, a2111oi_0 0.50, a221o_1 0.19, a211oi_2 0.04
Power is estimated from default activity; no workload was simulated.
